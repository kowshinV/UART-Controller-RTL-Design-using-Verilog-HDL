===== ./run.sh =====
#!/bin/bash
# OpenROAD 26Q1-2900-gdf79404cd8, Yosys 0.63+post, stock flow scripts
make -C /OpenROAD-flow-scripts/flow DESIGN_CONFIG=/design/flow/config.mk WORK_HOME=/design/flow/orfs finish

===== ./config.mk =====
export PLATFORM = sky130hd
export DESIGN_NAME = uart
export DESIGN_NICKNAME = uart
export VERILOG_FILES = /design/flow/design.v
export SDC_FILE = /design/flow/constraint.sdc
export NUM_CORES = 4
export LEC_CHECK = 1
export CORE_UTILIZATION = 40

===== ./constraint.sdc =====
current_design uart

set clk_period 3.4
set clk_io_pct 0.2

create_clock -name clk0 -period $clk_period [get_ports {clk}]

set non_clock_inputs [all_inputs -no_clocks]
set_input_delay [expr $clk_period * $clk_io_pct] -clock clk0 $non_clock_inputs
set_output_delay [expr $clk_period * $clk_io_pct] -clock clk0 [all_outputs]

===== ./design.v =====
module baud_rate_generator (
    input  wire clk,
    input  wire rst,
    output reg  baud_tick
);
    parameter BAUD_DIV = 16;
    reg [4:0] cnt;
    always @(posedge clk or posedge rst) begin
        if (rst) begin
            cnt <= 0;
            baud_tick <= 0;
        end else if (cnt == BAUD_DIV-1) begin
            cnt <= 0;
            baud_tick <= 1;
        end else begin
            cnt <= cnt + 1;
            baud_tick <= 0;
        end
    end
endmodule
module uart (
    input  wire clk,
    input  wire rst,
    input  wire tx_start,
    input  wire [7:0] tx_data,
    input  wire rx,
    output wire tx,
    output wire [7:0] rx_data,
    output wire rx_done
);
    wire baud_tick;
    baud_rate_generator BRG (
        .clk(clk),
        .rst(rst),
        .baud_tick(baud_tick)
    );
    uart_tx TX (
        .clk(clk),
        .rst(rst),
        .baud_tick(baud_tick),
        .tx_start(tx_start),
        .tx_data(tx_data),
        .tx(tx)
    );
    uart_rx RX (
        .clk(clk),
        .rst(rst),
        .baud_tick(baud_tick),
        .rx(rx),
        .rx_data(rx_data),
        .rx_done(rx_done)
    );
endmodule
module uart_rx (
    input  wire clk,
    input  wire rst,
    input  wire baud_tick,
    input  wire rx,
    output reg  [7:0] rx_data,
    output reg  rx_done
);
    reg [3:0] bit_cnt;
    reg [7:0] shift_reg;
    reg busy;
    reg start_seen;
    always @(posedge clk or posedge rst) begin
        if (rst) begin
            bit_cnt <= 0;
            shift_reg <= 0;
            rx_data <= 0;
            rx_done <= 0;
            busy <= 0;
            start_seen <= 0;
        end else begin
            rx_done <= 0;
            if (!busy && rx == 0) begin
                busy <= 1;
                bit_cnt <= 0;
                start_seen <= 1;    
            end
            else if (busy && baud_tick) begin
                if (start_seen) begin
                    start_seen <= 0;
                end else begin
                    shift_reg <= {rx, shift_reg[7:1]};
                    bit_cnt <= bit_cnt + 1;
                    if (bit_cnt == 7) begin
                        rx_data <= shift_reg;
                        rx_done <= 1;
                        busy <= 0;
                    end
                end
            end
        end
    end
endmodule
module uart_tx (
    input  wire clk,
    input  wire rst,
    input  wire baud_tick,
    input  wire tx_start,
    input  wire [7:0] tx_data,
    output reg  tx
);
    reg [3:0] bit_cnt;
    reg [9:0] shift_reg;
    reg busy;
    always @(posedge clk or posedge rst) begin
        if (rst) begin
            tx <= 1'b1;           
            busy <= 0;
            bit_cnt <= 0;
        end else begin
            if (tx_start && !busy) begin
                shift_reg <= {1'b1, tx_data, 1'b0};
                busy <= 1;
                bit_cnt <= 0;
            end else if (busy && baud_tick) begin
                tx <= shift_reg[0];
                shift_reg <= shift_reg >> 1;
                bit_cnt <= bit_cnt + 1;
                if (bit_cnt == 9) begin
                    busy <= 0;
                    tx <= 1'b1;
                end
            end
        end
    end
endmodule

==> results.toml <==
# flow metrics
[layout]
nFillCells = 363
largest_reg_flops = 10
stdcell_area_um2 = 2190
seqCellArea_um2 = 1180
utilization_pct = 50.4
area_growth_pct = 20.9
comb_area_um2 = 604
instances_no_fill = 223
layout-drive-gt1-share_pct = 17.0

[clock_network]
cts_made_buffers = 5
cts-root-buf = "clkbuf_8"
cts.sinks = 45
clk_pin_slew_ns = 0.08
clockBufferDepth = 2
cts_tree = "built"
ctsHoldBuffers = 0
htreeDepth = 2
insertion_delay_ns = 0.29
cts-resized-gates = 0
post-cts-setup-buffer-count = 0

[routing]
route.detailed.drc = 0
vias_per_cell = 5.09
drt_first_pass_iters = 2
routedWlPerCell_um = 12.9
antenna_left = 0
num_vias = 1135
diodes = 0
drt-initial-drc-count = 31
routed_wl_um = 2880

[global_route]
antenna_found_initial = 0
grt_busiest_layer = "met1"
grt.total_usage_pct = 13.1
grt_pass1_wl_um = 5000
grt_pass1_vias = 1143
met2_usage_pct = 19.0
grt_overflow = 0
met1_usage_pct = 22.1
gr-usage-met3_pct = 2.80
grt_max_degree = 36

[worst_setup_path]
cp_data_arrival_time_ns = 2.11
max_stage_delay_ns = 0.42
worstPathMaxFanout = 15
critPathMostFrequentCell = "nand2_1"
critPathBufInv = 2
path_class = "primary input to register"
critPathSlowestCell = "clkdlybuf4s50_1"
startpoint_type = "primary input"
cp_top_family = "buffers and inverters"
cp.required_ns = 3.45
setup.worst_path.end_class = "register"
path_cells = "clkdlybuf4s50_1 -> nand2b_1 -> clkinv_1 -> nand2_1 -> nand2_1"

[floorplan]
core_area_um2 = 4350
fp_util_pct = 41.7
die_y_um = 69.4
dieArea_um2 = 4810
core.rowCount = 24
die_x_um = 69.4
io_pins = 22

[final_timing]
period_minus_slack_ns = 2.05
drv_slew = 0
fin_setup_tns_ns = 0
maxSlewHeadroom_pct = 65.5
tightest_slew_ns = 0.517
fin_worst_skew_ns = 0.00480
finalSetupViolations = 0
rsz0062_at_grt = "false"
period_used_pct = 60.4
max_freq_mhz = 487
hold_viol = 0

[logic_synthesis]
synth.cell_area_um2 = 1820
flop_cell = "dfrtp_1"
ys_async_sr_fraction_pct = 77.8
synth_cells = 142
common_cells = "dfrtp_1 (34), nand2_1 (28), mux2_2 (16)"
ys_ff = 45
yosysCellCount = 142
edf_count = 10
top_area_cell = "dfrtp_1"
synth.avg_cell_area_um2 = 12.8
yosysWarnings = 3
netlist-cell-type-count = 28
most_common_cell = "dfrtp_1"
ys_seq_share_pct = 64.9
yosys_area_um2 = 1820
top_cells_by_area = "dfrtp_1 (47%), edfxtp_1 (17%), mux2_2 (9.9%)"
synth_top_area_share_pct = 46.9

[power]
power_density_nw_per_um2 = 440
irDropWorstVdd_mv = 0.238
p_leak_nw = 0.987
total_power_mw = 0.965

[worst_hold_path]
holdCritPathClass = "register to register"

[job]
drv_cap = 0
warning_count = 26

[place]
dp_hpwl_um = 1920
placed_cell_area_um2 = 2100
dpl.cell_count = 215
io_buffer_count = 21
place_congestion = 0.744

[status]
status = "completed"
[where the power goes]
part	total [mW]	internal [mW]	switching [mW]
Clock	0.340	0.165	0.175
Sequential	0.574	0.563	0.0118
Combinational	0.0502	0.0251	0.0251
[layout by cell type, fill, tap and decap left out]
cell              n
a21o_1            2
a21oi_1           2
a31oi_1           1
and2_1            2
buf_4             2
clkbuf_8          6
clkdlybuf4s50_1  21
clkinv_1          1
clkinv_2          1
clkinv_4          1
dfrtp_1          34
dfstp_2           1
edfxtp_1         10
ha_1              4
inv_1             6
mux2_2           16
mux2i_1           1
nand2_1          28
nand2b_1          1
nand3_1           7
nand3b_1          2
nand3b_4          1
nand4_1           1
nor2_1            4
nor3_4            1
nor3b_1           1
o211ai_1          1
o21ai_0           7
o221ai_1          1
o31ai_1           2
o32a_1            1
xor2_1            2
[layer usage]
metal,up-vias,part of all wire (%)
met5,-,0
met4,0,1.9
met3,8,3.8
met2,17,44
met1,561,51
li1,549,-
[worst paths after layout]
check	cells after the start	slack, ns	startpoint	to
max in group asynchronous	3	2.25	rst	TX.tx
hold / removal	1	0.47	BRG.cnt[0]	BRG.cnt[0]
setup / recovery	5	1.35	tx_start	TX.shift_reg[4]
setup reg to reg	4	1.66	TX.busy	TX.shift_reg[4]
min in group asynchronous	3	0.83	rst	TX.busy
hold reg to reg	1	0.47	BRG.cnt[0]	BRG.cnt[0]
[area by class of cell]
cell class,count,area share [%]
multi-input cells,88,27.5
well taps,52,2.96
clock buffers,6,3.76
inverters,7,1.20
repair buffers,23,10.3
flip-flops and latches,45,53.6
clock inverters,2,0.627
[per-stage QoR]
stage	hold slack, ns	setup slack [ns]
6_report	0.471	1.35
5_1_grt	0.491	1.17
4_1_cts	0.471	1.31
3_5_place_dp	0.440	0.999
3_3_place_gp	0.444	1.13
2_1_floorplan	0.416	1.44
[cell families (layout without fill, tap and decap cells)]
family	Yosys count	after routing	synth area share, %
simple gates	48	48	13.2
flops	45	45	64.9
compound gates	17	17	5.93
mux	17	17	10.5
buf+inv	9	38	1.86
fa+ha+maj	4	4	2.76
xor+xnor	2	2	0.965
[worst reg2reg max path: cells and delay by family, from the launching register on]
family,cells,cell delay (ns)
AND/OR/NAND/NOR,3,0.69
flip-flops,1,0.43
buffers and inverters,1,0.38
Power is estimated from default activity; no workload was simulated.
